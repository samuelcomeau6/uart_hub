[flow/config.mk]
export PLATFORM = sky130hd
export DESIGN_NAME = uart_hub
export DESIGN_NICKNAME = uart_hub
export VERILOG_FILES = /design/flow/design.v
export SDC_FILE = /design/flow/constraint.sdc
export NUM_CORES = 4
export LEC_CHECK = 1
export CORE_UTILIZATION = 40
[flow/constraint.sdc]
current_design uart_hub

set clk_period 3.9
set clk_io_pct 0.2

create_clock -name clk0 -period $clk_period [get_ports {pin3_clk_16mhz}]

set non_clock_inputs [all_inputs -no_clocks]
set_input_delay [expr $clk_period * $clk_io_pct] -clock clk0 $non_clock_inputs
set_output_delay [expr $clk_period * $clk_io_pct] -clock clk0 [all_outputs]
[flow/design.v]
module uart_tx #(
	parameter CLOCK_FREQ=16000000,  
	parameter BAUD=9600,  
	parameter START_BITS=1,  
	parameter STOP_BITS=1,  
	parameter PARITY=0,  
	parameter WIDTH=8  
)(
	input clk,  
	input new_data,  
	input [WIDTH-1:0] char,  
	output rdy,  
	output out_bit  
);
	localparam SIZE=WIDTH+START_BITS+STOP_BITS;  
	localparam MAX_ADDR=(SIZE <= 2) ? 1 : 
   (SIZE <= 4) ? 2 : 
   (SIZE <= 8) ? 3 : 
   (SIZE <= 16) ? 4 : 
   (SIZE <= 32) ? 5 : 
   (SIZE <= 64) ? 6 : 
   (SIZE <= 128) ? 7 : 
   (SIZE <= 256) ? 8 : 
   (SIZE <= 512) ? 9 : 
   (SIZE <= 1024) ? 10 : 
   (SIZE <= 2048) ? 11 : 
   (SIZE <= 4096) ? 12 : 
   (SIZE <= 8192) ? 13 : 
   (SIZE <= 16384) ? 14 : 
   (SIZE <= 32768) ? 15 : 
   (SIZE <= 65536) ? 16 : 
   -1+1;
	localparam DIV=CLOCK_FREQ/BAUD;  
	localparam MAX_COUNT=(DIV <= 2) ? 1 : 
   (DIV <= 4) ? 2 : 
   (DIV <= 8) ? 3 : 
   (DIV <= 16) ? 4 : 
   (DIV <= 32) ? 5 : 
   (DIV <= 64) ? 6 : 
   (DIV <= 128) ? 7 : 
   (DIV <= 256) ? 8 : 
   (DIV <= 512) ? 9 : 
   (DIV <= 1024) ? 10 : 
   (DIV <= 2048) ? 11 : 
   (DIV <= 4096) ? 12 : 
   (DIV <= 8192) ? 13 : 
   (DIV <= 16384) ? 14 : 
   (DIV <= 32768) ? 15 : 
   (DIV <= 65536) ? 16 : 
   -1+1;
	reg [MAX_COUNT:0] counter;  
	reg [SIZE-1:0] byte_d,byte_q=8'd0;  
	reg [MAX_ADDR-1:0] shift_d,shift_q=0;  
	reg rdy_d,rdy_q=1; 
	reg [1:0] state_d,state_q=0;  
	localparam READY=2'd0; 
	localparam LOAD=2'd1;
	localparam SHIFT=2'd2;
	assign rdy=rdy_q;
	assign out_bit=byte_q[0]|rdy;
	always @* begin
		state_d=state_q;
		shift_d=shift_q;
		byte_d=byte_q;
		rdy_d=rdy_q;
		case(state_q)
			READY: begin
				rdy_d=1;
				shift_d=0;
				if(new_data) begin
					rdy_d=0;
					state_d=LOAD;
				end else state_d=READY;
			end
			LOAD: begin
				rdy_d=0;
				byte_d={{STOP_BITS{1'b1}},char,{START_BITS{1'b0}}};
				shift_d=0;
				state_d=SHIFT;
			end
			SHIFT: begin
				shift_d=shift_q+1;
				byte_d=byte_q>>1;
				if(shift_q>=SIZE-1) state_d=READY;
				else state_d=SHIFT;
			end
			default:begin
				state_d=READY;
			end
		endcase
	end
	always @(posedge clk) begin
		rdy_q<=rdy_d;
		state_q<=state_d;
		counter<=counter+1;
		if(state_q==LOAD) begin  
		       	byte_q<=byte_d;
			counter<=0;
		end
		if(counter>=DIV) begin  
			counter<=0;
			byte_q<=byte_d;
			shift_q<=shift_d;
		end
	end
endmodule
module uart_rx #(
	parameter CLOCK_FREQ=16000000,  
	parameter BAUD=9600,  
	parameter START_BITS=1,
	parameter STOP_BITS=1,
	parameter PARITY=0,  
	parameter WIDTH=8  
)(
	input clk,
	input data_in,  
	output [WIDTH-1:0] data_out,
	output new_data   
);
	localparam CLK_PER_BIT=16000000/9600;
	localparam HCLK_PER_BIT=CLK_PER_BIT/2;
  	localparam MAX_COUNT=(CLK_PER_BIT <= 2) ? 1 : 
   (CLK_PER_BIT <= 4) ? 2 : 
   (CLK_PER_BIT <= 8) ? 3 : 
   (CLK_PER_BIT <= 16) ? 4 : 
   (CLK_PER_BIT <= 32) ? 5 : 
   (CLK_PER_BIT <= 64) ? 6 : 
   (CLK_PER_BIT <= 128) ? 7 : 
   (CLK_PER_BIT <= 256) ? 8 : 
   (CLK_PER_BIT <= 512) ? 9 : 
   (CLK_PER_BIT <= 1024) ? 10 : 
   (CLK_PER_BIT <= 2048) ? 11 : 
   (CLK_PER_BIT <= 4096) ? 12 : 
   (CLK_PER_BIT <= 8192) ? 13 : 
   (CLK_PER_BIT <= 16384) ? 14 : 
   (CLK_PER_BIT <= 32768) ? 15 : 
   (CLK_PER_BIT <= 65536) ? 16 : 
   -1;
	localparam MAX_ADD=(WIDTH <= 2) ? 1 : 
   (WIDTH <= 4) ? 2 : 
   (WIDTH <= 8) ? 3 : 
   (WIDTH <= 16) ? 4 : 
   (WIDTH <= 32) ? 5 : 
   (WIDTH <= 64) ? 6 : 
   (WIDTH <= 128) ? 7 : 
   (WIDTH <= 256) ? 8 : 
   (WIDTH <= 512) ? 9 : 
   (WIDTH <= 1024) ? 10 : 
   (WIDTH <= 2048) ? 11 : 
   (WIDTH <= 4096) ? 12 : 
   (WIDTH <= 8192) ? 13 : 
   (WIDTH <= 16384) ? 14 : 
   (WIDTH <= 32768) ? 15 : 
   (WIDTH <= 65536) ? 16 : 
   -1;
	reg new_data_d, new_data_q=0;
	reg data_in_r_d, data_in_r_q=1;  
	reg [1:0] state_d, state_q=0;
	reg [MAX_COUNT:0] ctr_d, ctr_q=0;
	reg [MAX_ADD:0] bit_ctr_d, bit_ctr_q=0;
	reg [WIDTH:0] data_d, data_q;
	assign data_out=data_q[WIDTH-1:0];
	assign new_data=new_data_q;
	always @* begin
	    state_d=state_q;
	    new_data_d=new_data_q;
	    bit_ctr_d=bit_ctr_q;
	    data_d=data_q;
	    data_in_r_d=data_in_r_q;
	    ctr_d=ctr_q;
	    data_in_r_d=data_in;
	    new_data_d=0;
		case (state_q)
			0: begin
				bit_ctr_d=0;
				ctr_d=0;
				if (data_in_r_q==0) begin
					state_d=1;
				end
			end
			1: begin
				ctr_d=ctr_q + 1;
				if (ctr_q==HCLK_PER_BIT) begin
					ctr_d=0;
					state_d=2;
				end
			end
			2: begin
				ctr_d=ctr_q + 1;
				if (ctr_q==CLK_PER_BIT) begin
					if(bit_ctr_q<8) data_d={data_in_r_q, data_q[7-:7]};
					bit_ctr_d=bit_ctr_q + 1;
					ctr_d=0;
					if (bit_ctr_q==8) begin
						state_d=3;
						new_data_d=1;
					end
				end
			end
			3: begin
				if (data_in_r_q==1) begin
					state_d=0;
				end
			end
			default: begin
				state_d=0;
			end
		endcase
	end
	always @(posedge clk) begin
		ctr_q<=ctr_d;
		bit_ctr_q<=bit_ctr_d;
		data_q<=data_d;
		new_data_q<=new_data_d;
		data_in_r_q<=data_in_r_d;
		state_q<=state_d;
	end
endmodule
module uart_hub (
	output pin1_usb_dp,
	output pin2_usb_dn,
	input pin3_clk_16mhz,
	output pin13,
	output pin22,
	input pin23
);
	reg [23:0] counter; 
	always @(posedge pin3_clk_16mhz) counter <= counter + 1'b1;  
	assign pin1_usb_dp = 1'b0;
	assign pin2_usb_dn = 1'b0;
	assign pin13 = counter[23];
	reg rdy;
	reg rx_new_data;
	reg [7:0] rx_data;
	uart_tx uart_tx1 (  
		.clk(pin3_clk_16mhz),
		.new_data(rx_new_data),  
		.char(rx_data),  
		.rdy(rdy),  
		.out_bit(pin22)   
	);
	uart_rx uart_rx1i (
		.clk(pin3_clk_16mhz),
		.data_in(pin23),
		.data_out(rx_data),
		.new_data(rx_new_data)
	);
endmodule
[flow/run.sh]
#!/bin/bash
# OpenROAD 26Q1-2900-gdf79404cd8, Yosys 0.63+post, stock flow scripts
make -C /OpenROAD-flow-scripts/flow DESIGN_CONFIG=/design/flow/config.mk WORK_HOME=/design/flow/orfs finish
==> run_results.csv <==
group,metric,value,unit
floorplan,fp.dieW,97.3,microns
timing,fin_crit_sh,58.7,%
clock_network,cts_hold_buf,0,
critical_path,end_kind,"flop",
global_route,antenna_found_initial,0,
critical_path,cp-start-kind,"flop",
power,ir_drop,0.000235,V
layout,drive_above_1_share,11.0,%
yosys,ys.flop_type,"edfxtp_1",
timing,max_freq,0.437,GHz
floorplan,rows,34,
clock_network,numCtsBuffers,9,
critical_path,worst_ep_required_time,3880,ps
min_path,hp-class,"flop to flop",
clock_network,postCtsResizedCells,0,
global_route,grt_pass1_wl,9090,microns
yosys,synthDistinctLibCells,36,
critical_path,cp.buffers_inverters,0,
yosys,syn_avg_cell_area,11.7,sq um
timing,rsz0062_at_grt,"false",
placed_design,dp_hpwl,3430,microns
yosys,synth_flop_count,81,
timing,worstMarginPinSlew,644,ps
yosys,yosys.stat.chipArea,0.00363,sq mm
yosys,ys_seq_share,55.9,%
drt,route.final.wire_length,4990,microns
global_route,first_global_vias,2055,
drt,drtPass1Iterations,4,
drt,drt_iter0_drc,71,
critical_path,max_stage_delay,490,ps
drt,detail-route-antenna-nets,0,
critical_path,crit_arrival,2270,ps
timing,finalHoldViolCount,0,
drt,vias_per_cell,4.82,
yosys,edf_count,41,
floorplan,fp-utilization,41.5,%
global_route,grt_max_degree,15,
floorplan,core,0.00876,sq mm
yosys,ys_warn_count,3,
global_route,grt-ovfl-total,0,
yosys,yosys_cells,310,
flow_run,warning_count,38,
drt,dr_total_vias,2092,
layout,utilization,45.2,%
power,p_per_area,518,mW/mm^2
timing,slew_headroom,56.8,%
drt,drc_errors,0,
critical_path,crit_type,"flop to flop",
timing,worst_hold_slack,401,ps
floorplan,num_io_pins,6,
layout,n_fill_cell,796,
clock_network,clk_latency,340,ps
clock_network,clk_pin_slew,80,ps
timing,drv_slew,0,
global_route,gr-usage-all-layers,11.8,%
clock_network,cts_tree,"yes",
power,p_leak,0.00144,uW
placed_design,numPortBuffers,3,
yosys,syn_inst,310,
timing,setup_violations,0,
placed_design,gp_congestion,0.792,
critical_path,path_cells,"nor4_1, nand4bb_1, or2_2, nor2_1",
clock_network,h-tree-depth,3,
layout,area_growth,9.02,%
yosys,syn_area,0.00363,sq mm
yosys,synthArstFlopShare,0,%
timing,skew,8.29,ps
floorplan,dieArea,0.00947,sq mm
floorplan,dieHeight,97.3,microns
critical_path,worstPathMaxFanout,8,
clock_network,cts_setup_buffers,0,
drt,avgRoutedWirePerCell,11.5,microns
timing,period_needed,2290,ps
run_status,status,"finished clean",
critical_path,cpLargestDelayFamily,"simple AND/OR/NAND/NOR gates",
drt,num_antenna_cells,0,
flow_run,cap_violations,0,
critical_path,ff2ff_setup_slack,1610,ps
timing,setup_tns,0,ps
clock_network,cts-root-buf,"clkbuf_8",
clock_network,cts.sinks,81,
critical_path,slowest_stage,"nor2_1",
clock_network,clockBufferDepth,2,
## placed cells by master, fill, tap and decap left out, types with 2 or more instances in the layout
| master | instances |
|---|---|
| a21oi_1 | 2 |
| and2_1 | 7 |
| and3_1 | 2 |
| and4_1 | 6 |
| clkbuf_8 | 10 |
| clkdlybuf4s50_1 | 3 |
| conb_1 | 3 |
| dfxtp_1 | 40 |
| edfxtp_1 | 41 |
| ha_1 | 20 |
| inv_1 | 18 |
| mux2_2 | 9 |
| nand2_1 | 15 |
| nand3_1 | 21 |
| nand4_1 | 8 |
| nand4bb_1 | 2 |
| nor2_1 | 39 |
| nor3_1 | 4 |
| nor3_2 | 2 |
| nor4_1 | 5 |
| nor4bb_1 | 2 |
| or2_2 | 4 |
| or4_4 | 2 |
| xnor2_1 | 24 |
| xor2_1 | 21 |
## metrics by stage
| stage | instance area [sq um] | instances | worst slack (ps) | power (uW) |
|---|---|---|---|---|
| after floorplan | 3640 | 312 | 1880 | 1390 |
| after global placement | 3770 | 418 | 1680 | 1480 |
| after detailed placement | 3770 | 418 | 1640 | 1490 |
| after CTS | 3960 | 434 | 1630 | 2080 |
| after global routing | 3960 | 434 | 1460 | 2180 |
| final | 3960 | 434 | 1610 | 2050 |
## metal layers
metal	vias up	global-route usage [%]	share of wire [%]
li1	1093	-	-
met5	-	0	0
met4	0	2.26	2.4
met3	11	2.49	2.7
met2	21	17.2	42
met1	967	19.6	53
## Yosys cell counts (2+ instances only)
master	count	share of area, %
ha_1	20	6.9
nor3_1	4	0.55
nand2_1	15	1.5
nor4_1	5	0.86
buf_6	2	0.62
edfxtp_1	41	34
dfxtp_1	40	22
and3_1	2	0.34
and2_1	7	1.2
and4_1	6	1.4
mux2_2	9	2.8
nand4bb_1	2	0.62
a21oi_1	2	0.28
xor2_1	21	5.1
nor2_1	39	4.0
inv_1	18	1.9
buf_4	2	0.41
nand4_1	8	1.4
nor4bb_1	2	0.55
or2_2	4	0.69
xnor2_1	24	5.8
or4_4	2	0.62
nor3_2	2	0.55
nand3_1	21	2.9
## worst paths after layout
| path | startpoint | to | cells after the start |
|---|---|---|---|
| setup / recovery | uart_rx1i.ctr_q[3] | uart_rx1i.data_q[2] | 4 |
| hold / removal | counter[0] | counter[0] | 1 |
| setup reg to reg | uart_rx1i.ctr_q[3] | uart_rx1i.data_q[2] | 4 |
| hold reg to reg | counter[0] | counter[0] | 1 |
## flip-flops by register name (all words and copies together), names as in the netlist
signal	cells
uart_tx1.rdy_q	1
uart_rx1i.bit_ctr_q	4
uart_rx1i.data_q	8
uart_tx1.counter	12
uart_rx1i.state_q	2
uart_tx1.shift_q	4
uart_rx1i.data_in_r_q	1
uart_rx1i.new_data_q	1
uart_rx1i.ctr_q	12
uart_tx1.byte_q	10
counter	24
uart_tx1.state_q	2
## cell type report
| cell class | instances | area [sq um] | share of cell area [%] |
|---|---|---|---|
| Tap cell | 108 | 135 | 3.41 |
| Timing Repair Buffer | 4 | 37.5 | 0.948 |
| Clock inverter | 3 | 22.5 | 0.569 |
| Inverter | 18 | 67.6 | 1.71 |
| Multi-Input combinational cell | 207 | 1500 | 37.7 |
| Sequential cell | 81 | 2030 | 51.3 |
| Clock buffer | 13 | 171 | 4.33 |
## where the power goes
group          switching (uW)  internal (uW)
logic                     200            142
clock network             291            292
registers                93.6           1030
## cell families (layout without fill, tap and decap cells)
logic type               Yosys count  after routing  synth area share, %
AND/OR/NAND/NOR                  123            123                 18.9
flip-flops                        81             81                 55.9
XOR/XNOR                          45             45                 10.8
buffers and inverters             24             38                 3.13
adder cells (fa/ha/maj)           20             20                 6.89
multiplexers                       9              9                 2.79
AND-OR/OR-AND                      7              7                 1.41
other                              1              3                0.103
Power is estimated from default activity; no workload was simulated.
