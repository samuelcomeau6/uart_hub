## ./config.mk

```make
export PLATFORM = sky130hd
export DESIGN_NAME = fifo_buff
export DESIGN_NICKNAME = fifo_buff
export VERILOG_FILES = /design/flow/design.v
export SDC_FILE = /design/flow/constraint.sdc
export NUM_CORES = 4
export LEC_CHECK = 1
export CORE_AREA = 10 10 92 92
export DIE_AREA = 0 0 102 102
```

## ./design.v

```verilog
module fifo_buff #(
	parameter LENGTH=16,
	parameter WIDTH=8
)(
	input clk,
	input [WIDTH-1:0] data_in,
	input in_clk,
	input out_clk,
	output [WIDTH-1:0] data_out,
	output full,
	output empty
);
	localparam ADD=1+(LENGTH <= 2) ? 1 : 
   (LENGTH <= 4) ? 2 : 
   (LENGTH <= 8) ? 3 : 
   (LENGTH <= 16) ? 4 : 
   (LENGTH <= 32) ? 5 : 
   (LENGTH <= 64) ? 6 : 
   (LENGTH <= 128) ? 7 : 
   (LENGTH <= 256) ? 8 : 
   (LENGTH <= 512) ? 9 : 
   (LENGTH <= 1024) ? 10 : 
   (LENGTH <= 2048) ? 11 : 
   (LENGTH <= 4096) ? 12 : 
   (LENGTH <= 8192) ? 13 : 
   (LENGTH <= 16384) ? 14 : 
   (LENGTH <= 32768) ? 15 : 
   (LENGTH <= 65536) ? 16 : 
   -1;
	reg [WIDTH-1:0] buffer [LENGTH-1:0];
	reg [ADD:0] write_addr,read_addr;
	reg full_r,empty_r;
	assign empty=empty_r;
	assign full=full_r;
	assign data_out=buffer[read_addr[ADD-1:0]];
	always @(*) begin
		if(write_addr==read_addr) empty_r=1;
		else empty_r=0;
		if((write_addr[ADD-1:0]==read_addr[ADD-1:0]) && (write_addr[ADD]!=read_addr[ADD])) full_r=1;
		else full_r=0;	
	end
	always @(negedge clk) begin
		if((~full_r)&&(in_clk)) begin
			buffer[write_addr[ADD-1:0]]<=data_in;
			write_addr<=write_addr+1;
		end
	end
	always @(negedge clk) begin
		if((~empty_r)&&(out_clk)) begin
			read_addr<=read_addr+1;
		end
	end
endmodule
```

## ./run.sh

```bash
#!/bin/bash
# OpenROAD 26Q1-2900-gdf79404cd8, Yosys 0.63+post, stock flow scripts
make -C /OpenROAD-flow-scripts/flow DESIGN_CONFIG=/design/flow/config.mk WORK_HOME=/design/flow/orfs finish
```

## ./constraint.sdc

```tcl
current_design fifo_buff

set clk_period 2.0
set clk_io_pct 0.2

create_clock -name clk0 -period $clk_period [get_ports {clk}]

set non_clock_inputs [all_inputs -no_clocks]
set_input_delay [expr $clk_period * $clk_io_pct] -clock clk0 $non_clock_inputs
set_output_delay [expr $clk_period * $clk_io_pct] -clock clk0 [all_outputs]
```

==> out/qor.yml <==
coreArea_um2: 6460
ys_seq_share_pct: 74.4
drt_iter0_markers: 12
status: "finished, violations left"
final_util_pct: 26.7
drtPass1Iterations: 4
rows: 29
hp-class: "reg2reg"
wl_um: 2350
max_stage_delay_ns: 0.43
h-tree-depth: 1
clk-insertion-delay-late_ns: 0.33
grt_pass1_wl_um: 3570
worstMarginPinSlew_ns: 0.235
setup_tns_ns: -7.35
synth.avg_cell_area_um2: 17.4
setup_viol: 12
violations: "negative setup slack"
areaGrowthSynthToFinish_pct: 107
detail_route.wl_per_cell_um: 11.5
final-comb-area_um2: 297
cts_buffers: 3
fin_ws_ns: -0.691
io_pins: 21
antenna_found_initial: 0
overflow: 0
n_antenna_cell: 0
nFillCells: 647
p_per_area_nw_per_um2: 1770
cp-start-kind: "register"
fp.dieH_um: 102
vdd_drop_max_uv: 795
drive_gt1_share_pct: 53.9
ff_latch_area_um2: 624
simple_gate_area_share_pct: 3.45
synthTopCellsByCount: "edfxtp_1 (20), mux2_2 (8), xor2_1 (4), inv_1 (3)"
ys_cells: 48
finalHoldViolCount: 0
io_buffers: 20
yosysWarnings: 1
yosys_most_used_dff: "edfxtp_1"
cts_tree: "built"
async_reset_ff_share_pct: 0
warning_count: 49
grtUsageTotal_pct: 4.57
synth_adder_area_share_pct: 0
die-area_um2: 10400
maxCapViolations: 0
leakagePower_uw: 0.000792
slew_viol_final: 0
critPathRequiredTime_ns: 1.60
stdcell_area_um2: 1730
dp_hpwl_um: 1390
crit_path_top_delay_cell: "edfxtp_1"
hold_buffers: 0
cp_num_buf_inv: 2
most_common_cell: "edfxtp_1"
finalPower_uw: 3050
crit_family: "flip-flops"
wirelength_met1_um: 872
yosys.area.top_type: "edfxtp_1"
rsz0062_at_grt: "yes"
worstPathCellList: "xor2_2 > buf_4 > nor2_4 > buf_2"
cp_max_fo: 2
aoi_share_pct: 4.20
cts.path.max_buffers: 2
routed-wl-met2_um: 1290
die_x_um: 102
avgViaCountPerCell: 3.21
met3_wirelength_um: 184
cts_sinks: 21
arrival_ns: 2.29
synth.mux.area_fraction_pct: 10.8
yosysUniqueCellTypes: 15
root_buffer: "clkbuf_8"
syn_inst: 48
ys_seq_elements: 21
grt_start_max_net_pins: 13
slew_headroom_pct: 84.2
grt_pass1_vias: 770
yosys.area.top_type_share_pct: 72.0
top_cells_by_area: "edfxtp_1 (72%), mux2_2 (11%), xor2_1 (4.2%)"
synth-edff-count: 20
finalClockSkew_ns: 0.0140
fp_util_pct: 12.9
cts.clk_slew.worst_paths_ns: 0.04
critPathKind: "reg2out"
cp-end-kind: "primary output"
routabilityCongestion: 0.652
dr.max_layer_used: "met3"
synth_xor_xnor_area_share_pct: 5.25
drcViolationCount: 0
syn_area_um2: 835
place_area_um2: 1250
logic_family: "multiplexers"
yosys-stat-area_um2: 835
ant_nets: 0
num_vias: 658
==> layout by cell type (no fill, tap or decap), types with 2 or more instances in the layout <==
| master | count |
|---|---|
| buf_4 | 17 |
| xor2_1 | 2 |
| buf_12 | 2 |
| clkbuf_8 | 3 |
| clkdlybuf4s50_1 | 8 |
| edfxtp_1 | 20 |
| buf_6 | 24 |
| inv_1 | 23 |
| buf_2 | 4 |
| nor2b_4 | 2 |
| mux2_4 | 8 |
==> through the flow <==
step                hold slack (ns)  std cells  worst slack, ns
CTS                           0.777        200           -0.762
finish                        0.840        205           -0.691
detailed placement            0.699        152           -0.731
global route                  0.875        205           -0.754
floorplan                     0.618         48           -0.166
global placement              0.696        152           -0.698
==> what timing repair did <==
action / 4_1_cts / 5_1_grt
setup endpoints to repair: 31 / 20
cloned: 0 / 0
resized: 59 / 11
buffers inserted: 27 / 5
pin swaps: 4 / 1
==> path summary, 6_finish.rpt <==
check / start / to / slack, ns / depth (start not counted)
worst min-delay path: write_addr[1] / write_addr[1] / 0.84 / 3
worst min register to register: write_addr[1] / write_addr[1] / 0.84 / 3
worst max register to register: write_addr[1] / write_addr[0] / -0.45 / 16
worst max-delay path: read_addr[0] / empty / -0.69 / 4
==> tightest hold or removal path, delay by kind of cell (launching register included) <==
kind,cells,cell delay [ns]
xor+xnor,1,0.06
buf+inv,2,0.26
flops,1,0.34
==> report_power, final <==
part	total, uW	leakage (uW)	switching, uW	internal (uW)
registers	732	0.000196	77.6	655
clock network	552	0.000148	230	322
logic	1770	0.000449	573	1190
==> per-layer routing <==
| metal | global-route usage, % | up-vias |
|---|---|---|
| met5 | 0 | - |
| met4 | 2.06 | 0 |
| met3 | 2.45 | 0 |
| met2 | 7.75 | 18 |
| met1 | 4.53 | 304 |
| li1 | - | 336 |
==> sequential cells by signal, indices dropped and copies added, names as in the netlist, named ones only <==
signal      count
write_addr      2
read_addr       2
buffer         16
==> cells by family (layout without fill, tap and decap cells) <==
family	after synthesis	after routing
simple gates	5	5
xor+xnor	5	5
flops	21	21
mux	8	8
compound gates	5	5
buf+inv	4	84
==> layout make-up <==
cell class                 count  area share [%]
clock inverter                22            6.30
multi-input combinational     23            17.2
timing repair buffer          57            32.0
tap                           77            5.58
sequential                    21            36.2
inverter                       2           0.435
clock buffer                   3            2.39
Power and IR drop assume default switching activity.
